$ cat /design/flow/config.mk
export PLATFORM = sky130hd
export DESIGN_NAME = Dutwrapper
export DESIGN_NICKNAME = Dutwrapper
export VERILOG_FILES = /design/flow/design.v
export SDC_FILE = /design/flow/constraint.sdc
export NUM_CORES = 4
export LEC_CHECK = 1
export CORE_UTILIZATION = 30
$ cat /design/flow/constraint.sdc
current_design Dutwrapper

set clk_period 8.6
set clk_io_pct 0.2

create_clock -name clk0 -period $clk_period [get_ports {clk}]

set non_clock_inputs [all_inputs -no_clocks]
set_input_delay [expr $clk_period * $clk_io_pct] -clock clk0 $non_clock_inputs
set_output_delay [expr $clk_period * $clk_io_pct] -clock clk0 [all_outputs]
$ cat /design/flow/design.v
module Brent (A,B,Cin,Sum);
parameter N = 32;
input [N-1:0] A, B;
input Cin;
output [N:0] Sum;
wire  P[6:1][N-1:0];   
wire	G[6:1][N-1:0];
wire	[N:0] C;
wire	[N-1:0] S;
genvar i;
generate
	for(i=0; i<N; i=i+1) begin : stage1
		PG I1 (A[i], B[i], P[1][i],G[1][i]);
	end
endgenerate
genvar j;
generate
	for(j=0; j<(N/2); j=j+1) begin : stage2
		PG_Nx I2 (G[1][2*j+1], P[1][2*j+1], G[1][2*j], P[1][2*j], G[2][j], P[2][j]);
	end
endgenerate
genvar k;
generate
	for(k=0; k<(N/4); k=k+1) begin : stage3
		PG_Nx I3 (G[2][2*k+1], P[2][2*k+1], G[2][2*k], P[2][2*k], G[3][k], P[3][k]);
	end
endgenerate
genvar l;
generate
	for(l=0; l<(N/8); l=l+1) begin : stage4
		PG_Nx I4 (G[3][2*l+1], P[3][2*l+1], G[3][2*l], P[3][2*l], G[4][l], P[4][l]);
	end
endgenerate
genvar m;
generate
	for(m=0; m<(N/16); m=m+1) begin : stage5
		PG_Nx I5 (G[4][2*m+1], P[4][2*m+1], G[4][2*m], P[4][2*m], G[5][m], P[5][m]);
	end
endgenerate
PG_Nx I6 (G[5][1], P[5][1], G[5][0], P[5][0], G[6][0], P[6][0]);
assign C[0]  = Cin;
assign C[1]  = G[1][0] | (P[1][0] & C[0]);
assign C[2]  = G[2][0] | (P[2][0] & C[0]);
assign C[4]  = G[3][0] | (P[3][0] & C[0]);
assign C[8]  = G[4][0] | (P[4][0] & C[0]);
assign C[16] = G[5][0] | (P[5][0] & C[0]);
assign C[32] = G[6][0] | (P[6][0] & C[0]);
assign C[ 3] = G[1][2]  | (P[1][2]  & C[2]);
assign C[ 5] = G[1][4]  | (P[1][4]  & C[4]);
assign C[ 6] = G[2][2] | (P[2][2] & C[4]);	 
assign C[ 7] = G[1][6] | (P[1][6] & C[6]);	 
assign C[ 9] = G[1][8] | (P[1][8] & C[8]);
assign C[10] = G[2][4] | (P[2][4] & C[8]);
assign C[11] = G[1][10] | (P[1][10] & C[10]);
assign C[12] = G[3][2] | (P[3][2] & C[8]);
assign C[13] = G[1][12] | (P[1][12] & C[12]);
assign C[14] = G[2][6] | (P[2][6] & C[12]);	 
assign C[15] = G[1][14] | (P[1][14] & C[14]);
assign C[17] = G[1][16] | (P[1][16] & C[16]);
assign C[18] = G[2][8] | (P[2][8] & C[16]);
assign C[19] = G[1][18] | (P[1][18] & C[18]);
assign C[20] = G[3][4] | (P[1][4] & C[16]);
assign C[21] = G[1][20] | (P[1][20] & C[20]);
assign C[22] = G[2][10] | (P[2][10] & C[20]);
assign C[23] = G[1][22] | (P[1][22] & C[22]);
assign C[24] = G[4][2] | (P[4][2] & C[16]);
assign C[25] = G[1][24] | (P[1][24] & C[24]);
assign C[26] = G[2][12] | (P[2][12] & C[24]);
assign C[27] = G[1][26] | (P[1][26] & C[26]);
assign C[28] = G[2][13] | (P[2][13] & C[24]);
assign C[29] = G[1][28] | (P[1][28] & C[28]);
assign C[30] = G[2][14] | (P[2][14] & C[28]);
assign C[31] = G[1][31] | (P[1][31] & C[30]);
genvar n;
generate
	for(n=0; n<N; n=n+1) begin : sum
		assign S[n] = P[1][n] ^ C[n];
	end
endgenerate
assign Sum = {C[N],S};
endmodule
module PG_Nx (G, P, G_1, P_1, G_Nx, P_Nx);	 
input G, P, G_1, P_1;
output reg G_Nx, P_Nx;
always @(*)
begin
	G_Nx = G | (P & G_1);
	P_Nx = P & P_1;
end
endmodule
module PG (A, B, P, G);
input A, B;
output reg P, G;
always @(*)
begin
	P = A ^ B;
	G = A & B;
end
endmodule
module Dutwrapper (clk,A1,B1,Cin1,Sum1);
parameter N = 32;
input clk;
input [N-1:0] A1, B1;
input Cin1;
output reg [N:0] Sum1;
reg [N-1:0] A2, B2;
reg Cin2;
wire [N:0] Sum2;
Brent BR1(A2,B2,Cin2,Sum2);
always @(posedge clk)
begin
A2<=A1;
B2<=B1;
Cin2<=Cin1;
end
always @(posedge clk)
begin
Sum1<=Sum2;
end
endmodule
$ cat /design/flow/run.sh
#!/bin/bash
# OpenROAD 26Q1-2900-gdf79404cd8, Yosys 0.63+post, stock flow scripts
make -C /OpenROAD-flow-scripts/flow DESIGN_CONFIG=/design/flow/config.mk WORK_HOME=/design/flow/orfs finish
==> flow_summary.toml <==
# synthesis and place-and-route metrics
[run_status]
outcome = "finished, final reports clean"

[logic_synthesis]
number_of_flops_mapped_to_enable_cells_by_yosys = 0
synth.cellmix.adderShare_pct = 20.5
synth-seq-cells = 98
synth-seq-area-share_pct = 57.5
post_synthesis_cell_type_with_the_largest_instance_count = "sky130_fd_sc_hd__dfxtp_1"
synth_xor_xnor_area_share_pct = 4.11
top_logic_kind = "adder cells"
synth.largest_area_cell = "sky130_fd_sc_hd__dfxtp_1"
post-synth-top-area-fraction_pct = 57.5
postSynth.topFlopCell = "sky130_fd_sc_hd__dfxtp_1"
synth.top_cells.by_count = "98 x sky130_fd_sc_hd__dfxtp_1, 32 x sky130_fd_sc_hd__ha_1, 30 x sky130_fd_sc_hd__inv_1, 18 x sky130_fd_sc_hd__a21oi_1, 15 x sky130_fd_sc_hd__fa_1"
async_flop_share_pct = 0
compound_area_share_pct = 9.68
post_synth_mux_area_share_pct = 0
yosys_area_um2 = 3410
synth-cells-yosys = 272
ys.warnings.count = 4
synth_simple_gate_area_share_pct = 4.84
synthDistinctLibCells = 32
post_synth_main_area_contributors = "sky130_fd_sc_hd__dfxtp_1 58%, sky130_fd_sc_hd__ha_1 12%, sky130_fd_sc_hd__fa_1 8.8%, sky130_fd_sc_hd__inv_1 3.3%, sky130_fd_sc_hd__a21oi_1 2.6%"
syn_avg_cell_area_um2 = 12.5
synthesis.area_um2 = 3410
post_synth_inst_count = 272

[clock_network]
cts_tree = "built"
clock-root-buffer = "sky130_fd_sc_hd__clkbuf_16"
hold_buffers = 0
cts_resized = 0
clock_latency_ns = 0.34
post-cts-setup-buffer-count = 0
cts.sink_count = 98
tritoncts.num_buffers = 9
clk_pin_slew_worst_paths_ns = 0.07
clock_tree.htree_level_count = 3
clk_path_buf_depth = 2

[critical_path]
cp-end-kind = "primary output"
path_max_fanout = 1
cp.required_ns = 6.88
worst_path_dominant_cell_family = "buffers and inverters"
timing.critical_path.buf_inv = 1
critical_path.cell_chain = "clkdlybuf4s50_1"
worst_ep_arrival_time_ns = 1.12
critPathMaxStageDelay_ns = 0.45
timing.critical_path.slowest_stage_cell = "sky130_fd_sc_hd__clkdlybuf4s50_1"
crit_path_start_kind = "flop"
critical_path_class = "flop to primary output"

[run]
log.warning_count = 25
maxCapViolCount = 0

[final_timing]
max_slew_violation_count = 0
setup_total_negative_slack_ns = 0
post-route-worst-setup-slack_ns = 5.76
final_min_period_over_clock_period_pct = 33.0
finClkSkew_ns = 0.00980
tightest_slew_ns = 0.316
setup-violations-final = 0
finalCriticalPeriod_ns = 2.84
final_hold_viol_count = 0
timing.max_slew.rel_slack_pct = 78.7
timing.hold.ws_ns = 0.545
fmax_ghz = 0.352
unrepaired_setup_endpoints_after_global_routing = "false"

[global_routing]
wire_length_of_the_first_global_routing_pass_um = 9440
grt_remaining_overflow = 0
antenna_found_initial = 0
grt_pass1_vias = 2156
grt_usage_pct = 10.5
grt_start_max_net_pins = 19

[placed_design]
place.gp.congestion = 0.775
dpl.cell_count = 510
placed_wire_length_estimate_after_detailed_placement_um = 4630
place.port_buffers = 98
placement.cell_area_um2 = 4570
pre_cts_slack_ns = 6.06

[layout]
final_cells = 526
area_growth_syn_to_layout_pct = 43.0
drive_above_1_share_pct = 6.22
fin_util_pct = 44.6
filler_cell_count = 1013
postLayoutCellArea_um2 = 4880

[power_and_ir_drop]
fin_total_pwr_mw = 1.11
power-per-cell-area_nw_per_um2 = 227
vdd.ir_drop.worst_uv = 86.3
power_leakage_nw = 2.14

[drt]
drtAntennaViolNets = 0
detail_route.vias_per_cell = 4.10
routed-via-count = 2154
detail_route.antenna_diodes = 0
detail_route.drc_violations = 0
wl_per_cell_um = 11.0
drtIter0Drc = 27
drt_first_pass_iters = 4
wl_um = 5810

[die]
initial_utilization_pct = 31.2
die-width_um = 109
fp.dieArea_um2 = 11800
pin_count = 99
dieHeight_um = 109
design.core.area_um2 = 10900
rows = 38

[worst_hold_path]
kind_of_path_behind_the_tightest_hold_check = "flop to flop"
-- cell families (layout without fill, tap and decap cells) --
group,after synthesis,in the layout
simple gates,32,32
buf+inv,30,144
xor+xnor,16,16
fa+ha+maj,47,47
compound gates,49,49
flops,98,98
-- final timing paths --
path	slack, ns	cells past startpoint	to	startpoint
worst max register to register	6.07	9	Sum1[29]	A2[11]
worst min-delay path	0.54	1	Sum1[20]	B2[20]
worst min register to register	0.54	1	Sum1[20]	B2[20]
worst max-delay path	5.76	1	Sum1[20]	Sum1[20]
-- placed cells by master (no fill, tap or decap), types with 8 or more instances in the layout --
cell type,n
sky130_fd_sc_hd__dfxtp_1,98
sky130_fd_sc_hd__clkdlybuf4s50_1,98
sky130_fd_sc_hd__ha_1,32
sky130_fd_sc_hd__inv_1,30
sky130_fd_sc_hd__a21oi_1,18
sky130_fd_sc_hd__fa_1,15
sky130_fd_sc_hd__clkbuf_16,9
sky130_fd_sc_hd__nand2_1,8
sky130_fd_sc_hd__xnor2_1,8
sky130_fd_sc_hd__xor2_1,8
-- sequential cells by signal, indices dropped and copies added (netlist names) --
name  count
B2       32
A2       32
Sum1     33
Cin2      1
-- cell type report --
type / count / area, um2 / area share [%]
Timing Repair Buffer: 98 / 981 / 20.1
Inverter: 30 / 113 / 2.31
Multi-Input combinational cell: 144 / 1340 / 27.4
Tap cell: 140 / 175 / 3.59
Sequential cell: 98 / 1960 / 40.2
Clock buffer: 9 / 225 / 4.62
Clock inverter: 7 / 83.8 / 1.72
-- routing by layer --
layer / wire length [um] / track usage [%] / up-vias
met3: 484 / 3.47 / 11
met5: 0 / 0 / -
met4: 90 / 1.45 / 0
met2: 2690 / 17.5 / 65
li1: - / - / 1122
met1: 2540 / 14.0 / 956
-- report_power, final --
part           switching, mW  total, mW  internal (mW)
clock network          0.177      0.409          0.232
logic                 0.0555      0.176          0.120
registers             0.0174      0.522          0.505
Power and IR drop assume default switching activity.
